==> design.v <==
  module tic_tac_toe_game(
     input clock,  
     input reset,  
     input play,  
     input pc,  
     input [3:0] computer_position,player_position, 
     output wire [1:0] pos1,pos2,pos3,
     pos4,pos5,pos6,pos7,pos8,pos9,
     output wire[1:0]who 
     );
 wire [15:0] PC_en; 
 wire [15:0] PL_en;  
 wire illegal_move;  
 wire win;  
 wire computer_play;  
 wire player_play;  
 wire no_space;  
  position_registers position_reg_unit(
      clock,  
      reset,  
      illegal_move,  
      PC_en[8:0],  
      PL_en[8:0],  
      pos1,pos2,pos3,pos4,pos5,pos6,pos7,pos8,pos9 
      );
 winner_detector win_detect_unit(pos1,pos2,pos3,pos4,pos5,pos6,pos7,pos8,pos9,win,who);
 position_decoder pd1(computer_position,computer_play,PC_en);
 position_decoder pd2(player_position,player_play,PL_en); 
  illegal_move_detector imd_unit(
   pos1,pos2,pos3,pos4,pos5,pos6,pos7,pos8,pos9, 
   PC_en[8:0], PL_en[8:0], 
   illegal_move
   );
 nospace_detector nsd_unit(
   pos1,pos2,pos3,pos4,pos5,pos6,pos7,pos8,pos9, 
   no_space
    ); 
 fsm_controller tic_tac_toe_controller(
     clock, 
     reset, 
     play,  
     pc, 
     illegal_move, 
     no_space,  
     win,  
     computer_play,  
     player_play  
     );    
endmodule 
module position_registers(
      input clock,  
      input reset,  
      input illegal_move,  
      input [8:0] PC_en,  
      input [8:0] PL_en,  
      output reg[1:0] pos1,pos2,pos3,pos4,pos5,pos6,pos7,pos8,pos9 
      );
 always @(posedge clock or posedge reset)
 begin
  if(reset) 
   pos1 <= 2'b00;
  else begin
   if(illegal_move==1'b1)
    pos1 <= pos1; 
   else if(PC_en[0]==1'b1)
    pos1 <= 2'b10;  
   else if (PL_en[0]==1'b1)
    pos1 <= 2'b01; 
   else 
    pos1 <= pos1; 
  end 
 end 
 always @(posedge clock or posedge reset)
 begin
  if(reset) 
   pos2 <= 2'b00;
  else begin
   if(illegal_move==1'b1)
    pos2 <= pos2; 
   else if(PC_en[1]==1'b1)
    pos2 <= 2'b10;  
   else if (PL_en[1]==1'b1)
    pos2 <= 2'b01; 
   else 
    pos2 <= pos2; 
  end 
 end 
 always @(posedge clock or posedge reset)
 begin
  if(reset) 
   pos3 <= 2'b00;
  else begin
   if(illegal_move==1'b1)
    pos3 <= pos3; 
   else if(PC_en[2]==1'b1)
    pos3 <= 2'b10;  
   else if (PL_en[2]==1'b1)
    pos3 <= 2'b01; 
   else 
    pos3 <= pos3; 
  end 
 end  
 always @(posedge clock or posedge reset)
 begin
  if(reset) 
   pos4 <= 2'b00;
  else begin
   if(illegal_move==1'b1)
    pos4 <= pos4; 
   else if(PC_en[3]==1'b1)
    pos4 <= 2'b10;  
   else if (PL_en[3]==1'b1)
    pos4 <= 2'b01; 
   else 
    pos4 <= pos4; 
  end 
 end 
 always @(posedge clock or posedge reset)
 begin
  if(reset) 
   pos5 <= 2'b00;
  else begin
   if(illegal_move==1'b1)
    pos5 <= pos5; 
   else if(PC_en[4]==1'b1)
    pos5 <= 2'b10;  
   else if (PL_en[4]==1'b1)
    pos5 <= 2'b01; 
   else 
    pos5 <= pos5; 
  end 
 end 
 always @(posedge clock or posedge reset)
 begin
  if(reset) 
   pos6 <= 2'b00;
  else begin
   if(illegal_move==1'b1)
    pos6 <= pos6; 
   else if(PC_en[5]==1'b1)
    pos6 <= 2'b10;  
   else if (PL_en[5]==1'b1)
    pos6 <= 2'b01; 
   else 
    pos6 <= pos6; 
  end 
 end 
 always @(posedge clock or posedge reset)
 begin
  if(reset) 
   pos7 <= 2'b00;
  else begin
   if(illegal_move==1'b1)
    pos7 <= pos7; 
   else if(PC_en[6]==1'b1)
    pos7 <= 2'b10;  
   else if (PL_en[6]==1'b1)
    pos7 <= 2'b01; 
   else 
    pos7 <= pos7; 
  end 
 end 
 always @(posedge clock or posedge reset)
 begin
  if(reset) 
   pos8 <= 2'b00;
  else begin
   if(illegal_move==1'b1)
    pos8 <= pos8; 
   else if(PC_en[7]==1'b1)
    pos8 <= 2'b10;  
   else if (PL_en[7]==1'b1)
    pos8 <= 2'b01; 
   else 
    pos8 <= pos8; 
  end 
 end 
 always @(posedge clock or posedge reset)
 begin
  if(reset) 
   pos9 <= 2'b00;
  else begin
   if(illegal_move==1'b1)
    pos9 <= pos9; 
   else if(PC_en[8]==1'b1)
    pos9 <= 2'b10;  
   else if (PL_en[8]==1'b1)
    pos9 <= 2'b01; 
   else 
    pos9 <= pos9; 
  end 
 end  
endmodule 
module fsm_controller(
     input clock, 
     input reset, 
     play,  
     pc, 
     illegal_move, 
     no_space,  
     win,  
     output reg computer_play,  
     player_play  
     );
parameter IDLE=2'b00;
parameter PLAYER=2'b01;
parameter COMPUTER=2'b10;
parameter GAME_DONE=2'b11;
reg[1:0] current_state, next_state;
always @(posedge clock or posedge reset) 
begin 
 if(reset)
  current_state <= IDLE;
 else 
  current_state <= next_state;
end 
always @(*)
 begin
 case(current_state)
 IDLE: begin 
  if(reset==1'b0 && play == 1'b1)
   next_state <= PLAYER;  
  else 
   next_state <= IDLE;
  player_play <= 1'b0;
  computer_play <= 1'b0;
 end 
 PLAYER:begin 
  player_play <= 1'b1;
  computer_play <= 1'b0;
  if(illegal_move==1'b0)
   next_state <= COMPUTER;  
  else 
   next_state <= IDLE;
 end 
 COMPUTER:begin 
  player_play <= 1'b0;
  if(pc==1'b0) begin 
   next_state <= COMPUTER;
   computer_play <= 1'b0;
  end
  else if(win==1'b0 && no_space == 1'b0)
  begin 
   next_state <= IDLE;
   computer_play <= 1'b1; 
  end 
  else if(no_space == 1 || win ==1'b1)
  begin 
   next_state <= GAME_DONE;  
   computer_play <= 1'b1; 
  end  
 end 
 GAME_DONE:begin  
  player_play <= 1'b0;
  computer_play <= 1'b0; 
  if(reset==1'b1) 
   next_state <= IDLE; 
  else 
   next_state <= GAME_DONE;  
 end 
 default: next_state <= IDLE; 
 endcase
 end
endmodule 
module nospace_detector(
   input [1:0] pos1,pos2,pos3,pos4,pos5,pos6,pos7,pos8,pos9, 
   output wire no_space
    );
wire temp1,temp2,temp3,temp4,temp5,temp6,temp7,temp8,temp9;
assign temp1 = pos1[1] | pos1[0];
assign temp2 = pos2[1] | pos2[0];
assign temp3 = pos3[1] | pos3[0];
assign temp4 = pos4[1] | pos4[0];
assign temp5 = pos5[1] | pos5[0];
assign temp6 = pos6[1] | pos6[0];
assign temp7 = pos7[1] | pos7[0];
assign temp8 = pos8[1] | pos8[0];
assign temp9 = pos9[1] | pos9[0];
assign no_space =((((((((temp1 & temp2) & temp3) & temp4) & temp5) & temp6) & temp7) & temp8) & temp9);
endmodule 
module illegal_move_detector(
   input [1:0] pos1,pos2,pos3,pos4,pos5,pos6,pos7,pos8,pos9, 
   input [8:0] PC_en, PL_en, 
   output wire illegal_move
   );
wire temp1,temp2,temp3,temp4,temp5,temp6,temp7,temp8,temp9;
wire temp11,temp12,temp13,temp14,temp15,temp16,temp17,temp18,temp19;
wire temp21,temp22;
assign temp1 = (pos1[1] | pos1[0]) & PL_en[0];
assign temp2 = (pos2[1] | pos2[0]) & PL_en[1];
assign temp3 = (pos3[1] | pos3[0]) & PL_en[2];
assign temp4 = (pos4[1] | pos4[0]) & PL_en[3];
assign temp5 = (pos5[1] | pos5[0]) & PL_en[4];
assign temp6 = (pos6[1] | pos6[0]) & PL_en[5];
assign temp7 = (pos7[1] | pos7[0]) & PL_en[6];
assign temp8 = (pos8[1] | pos8[0]) & PL_en[7];
assign temp9 = (pos9[1] | pos9[0]) & PL_en[8];
assign temp11 = (pos1[1] | pos1[0]) & PC_en[0];
assign temp12 = (pos2[1] | pos2[0]) & PC_en[1];
assign temp13 = (pos3[1] | pos3[0]) & PC_en[2];
assign temp14 = (pos4[1] | pos4[0]) & PC_en[3];
assign temp15 = (pos5[1] | pos5[0]) & PC_en[4];
assign temp16 = (pos6[1] | pos6[0]) & PC_en[5];
assign temp17 = (pos7[1] | pos7[0]) & PC_en[6];
assign temp18 = (pos8[1] | pos8[0]) & PC_en[7];
assign temp19 = (pos9[1] | pos9[0]) & PC_en[8];
assign temp21 =((((((((temp1 | temp2) | temp3) | temp4) | temp5) | temp6) | temp7) | temp8) | temp9);
assign temp22 =((((((((temp11 | temp12) | temp13) | temp14) | temp15) | temp16) | temp17) | temp18) | temp19);
assign illegal_move = temp21 | temp22 ;
endmodule 
module position_decoder(input[3:0] in, input enable, output wire [15:0] out_en);
 reg[15:0] temp1;
 assign out_en = (enable==1'b1)?temp1:16'd0;
 always @(*)
 begin
 case(in)
 4'd0: temp1 <= 16'b0000000000000001;
 4'd1: temp1 <= 16'b0000000000000010; 
 4'd2: temp1 <= 16'b0000000000000100;
 4'd3: temp1 <= 16'b0000000000001000;
 4'd4: temp1 <= 16'b0000000000010000;
 4'd5: temp1 <= 16'b0000000000100000;
 4'd6: temp1 <= 16'b0000000001000000;
 4'd7: temp1 <= 16'b0000000010000000;
 4'd8: temp1 <= 16'b0000000100000000;
 4'd9: temp1 <= 16'b0000001000000000;
 4'd10: temp1 <= 16'b0000010000000000;
 4'd11: temp1 <= 16'b0000100000000000;
 4'd12: temp1 <= 16'b0001000000000000;
 4'd13: temp1 <= 16'b0010000000000000;
 4'd14: temp1 <= 16'b0100000000000000;
 4'd15: temp1 <= 16'b1000000000000000;
 default: temp1 <= 16'b0000000000000001; 
 endcase 
end 
endmodule 
module winner_detector(input [1:0] pos1,pos2,pos3,pos4,pos5,pos6,pos7,pos8,pos9, output wire winner, output wire [1:0]who);
wire win1,win2,win3,win4,win5,win6,win7,win8;
wire [1:0] who1,who2,who3,who4,who5,who6,who7,who8;
winner_detect_3 u1(pos1,pos2,pos3,win1,who1); 
winner_detect_3 u2(pos4,pos5,pos6,win2,who2); 
winner_detect_3 u3(pos7,pos8,pos9,win3,who3); 
winner_detect_3 u4(pos1,pos4,pos7,win4,who4); 
winner_detect_3 u5(pos2,pos5,pos8,win5,who5); 
winner_detect_3 u6(pos3,pos6,pos9,win6,who6); 
winner_detect_3 u7(pos1,pos5,pos9,win7,who7); 
winner_detect_3 u8(pos3,pos5,pos6,win8,who8); 
assign winner = (((((((win1 | win2) | win3) | win4) | win5) | win6) | win7) | win8);
assign who = (((((((who1 | who2) | who3) | who4) | who5) | who6) | who7) | who8);
endmodule 
module winner_detect_3(input [1:0] pos0,pos1,pos2, output wire winner, output wire [1:0]who);
wire [1:0] temp0,temp1,temp2;
wire temp3;
assign temp0[1] = !(pos0[1]^pos1[1]);
assign temp0[0] = !(pos0[0]^pos1[0]);
assign temp1[1] = !(pos2[1]^pos1[1]);
assign temp1[0] = !(pos2[0]^pos1[0]);
assign temp2[1] = temp0[1] & temp1[1];
assign temp2[0] = temp0[0] & temp1[0];
assign temp3 = pos0[1] | pos0[0];
assign winner = temp3 & temp2[1] & temp2[0];
assign who[1] = winner & pos0[1];
assign who[0] = winner & pos0[0];
endmodule
==> run.sh <==
#!/bin/bash
# OpenROAD 26Q1-2900-gdf79404cd8, Yosys 0.63+post, stock flow scripts
make -C /OpenROAD-flow-scripts/flow DESIGN_CONFIG=/design/flow/config.mk WORK_HOME=/design/flow/orfs finish
==> config.mk <==
export PLATFORM = sky130hd
export DESIGN_NAME = tic_tac_toe_game
export DESIGN_NICKNAME = tic_tac_toe_game
export VERILOG_FILES = /design/flow/design.v
export SDC_FILE = /design/flow/constraint.sdc
export NUM_CORES = 4
export LEC_CHECK = 1
export CORE_AREA = 10 10 107 107
export DIE_AREA = 0 0 117 117
==> constraint.sdc <==
current_design tic_tac_toe_game

set clk_period 4.9
set clk_io_pct 0.2

create_clock -name clk0 -period $clk_period [get_ports {clock}]

set non_clock_inputs [all_inputs -no_clocks]
set_input_delay [expr $clk_period * $clk_io_pct] -clock clk0 $non_clock_inputs
set_output_delay [expr $clk_period * $clk_io_pct] -clock clk0 [all_outputs]
==> summary.rpt <==
==== FLOW RESULTS ====
----------------------------------------------------
[Outcome]
  Status ........................ complete, no violations

[Power and ir drop]
  Clock network power share ........................ 22.2%
  Largest voltage drop on the vdd net ........................ 0.0000975 V
  Power share of the combinational group ........................ 32.1%
  Leakage power ........................ 0.000860 uW
  P_sw ........................ 194 uW
  Areal power density over the cells ........................ 274 nW/um^2
  Sequential group share of total power ........................ 45.7%
  Switching Fraction ........................ 34.4%
  Cell-internal power ........................ 371 uW

[Final timing]
  Setup repair after global routing missed its margin ........................ false
  Final Critical Period ........................ 3.55 ns
  Worst slew margin relative to its limit ........................ 42.8%
  Maximum clock skew at final layout ........................ 0.00614 ns
  Setup TNS Final ........................ 0 ns
  Crit share post-route ........................ 72.4%
  PnR worst setup slack ........................ 1.35 ns
  Slew of the pin with the lowest slew margin ........................ 0.856 ns
  Count of endpoints failing setup in the final report ........................ 0
  Endpoints left unconstrained ........................ 3
  Highest achievable clock rate ........................ 282 MHz
  Final max-slew violation count ........................ 0
  Number of failing hold endpoints at the final stage ........................ 0
  Register pins left without a clock ........................ 3

[Worst hold path]
  Hold Path Cell Cnt ........................ 2
  Hold WC Path Type ........................ reg -> reg

[Logic synthesis]
  Number of enable-type register cells in the synthesized netlist ........................ 0
  Flops after synth ........................ 23
  Average cell area after synthesis ........................ 8.68 um^2
  Post-Syn Instances ........................ 189
  Share of flip-flops with an asynchronous set or reset after synthesis ........................ 87.0%
  Total of warnings raised by yosys ........................ 3
  Chip area from the yosys synthesis statistics ........................ 1640 um^2
  Most frequently used flop master after synthesis ........................ sky130_fd_sc_hd__dfrtp_1
  Cell count listed in synth_stat.txt ........................ 189
  Syn Std Cell Area ........................ 1640 um^2
  Number of library cell types mapped by synthesis ........................ 54

[CTS]
  CTS buffer count ........................ 3
  Buffer count from post-CTS setup fixing ........................ 0
  Cts repair resizes ........................ 0
  Count of hold-fix buffers inserted at cts ........................ 0
  Insertion Delay late pin ........................ 0.26 ns
  Clock Pin Slew Worst Setup and Hold Paths ........................ 0.08 ns
  Maximum root-to-sink buffer count ........................ 2
  H-tree depth reported by CTS ........................ 1
  TritonCTS clock tree ........................ built
  Cell chosen for the clock root ........................ sky130_fd_sc_hd__clkbuf_8

[Cells and area]
  Fraction of final layout cells sized beyond drive strength 1 ........................ 7.58%
  Area Overhead vs Synth ........................ 25.6%

[Place]
  Sum of net half-perimeters after detailed placement ........................ 3910 um
  Number of buffers added on ports ........................ 31
  Final Wtd Congestion ........................ 0.947
  Post-Place Worst Slack ........................ 1.26 ns

[Global route]
  Overall routing resource usage ........................ 7.76%
  Final global-route overflow total ........................ 0
  Antenna violations before repair ........................ 0
  Global-route wire length before repair ........................ 8420 um
  Via count of the first global-routing pass ........................ 1511
  Pin count of the biggest net entering global routing ........................ 23
  Global routing met3 resource utilization ........................ 2.43%
  Fraction of met2 tracks used by global routing ........................ 12.6%
  GRT Max-Usage Layer ........................ met2
  Met1 track utilization from global routing ........................ 10.1%

[Die]
  DIE WIDTH ........................ 117 um
  Std-Cell Rows ........................ 35
  Vertical die dimension ........................ 117 um
  Initial cell density of the core ........................ 17.8%
  Count of pins on the block boundary ........................ 32
  Area enclosed by the die boundary ........................ 13700 um^2
  Core area ........................ 9200 um^2

[Route]
  Via count of the routed design ........................ 1576
  ANT cells ........................ 0
  Iter 0 DRT Violations ........................ 120
  Remaining number of nets flagged by the antenna check after routing ........................ 0
  Router iterations before antenna repair ........................ 4
  Post-detailed-route DRC marker count ........................ 0
  Routed wire length ........................ 5130 um
  Per-cell routed wire length ........................ 15.9 um
  Vias per std cell ........................ 4.89

[Setup path]
  Critical Path Sink Type ........................ output port
  Number of cells traversed by the worst register-to-register path ........................ 10
  Type of the setup path with the least slack ........................ reg -> out
  CP arrival ........................ 2.57 ns
  Crit path launch type ........................ flip-flop
  Worst EP required ........................ 3.92 ns
  Maximum fanout along the worst path ........................ 10

[Flow run]
  Max Cap Violations ........................ 0
  Log Warnings ........................ 25

----------------------------------------------------
power by group through the flow:
stage | Clock [uW] | Combinational (uW) | Sequential (uW)
CTS | 127 | 185 | 257
global route | 137 | 205 | 266
finish | 125 | 181 | 259
metal layers:
metal | wire (um) | vias up
li1 | - | 762
met1 | 2070 | 752
met2 | 2520 | 58
met3 | 517 | 4
met4 | 35 | 0
met5 | 0 | -
placed cells by master (no fill, tap or decap), drive strengths merged, types with 2 or more instances in the layout:
cell type	n
clkdlybuf4s50	31
dfrtp	20
nor3	15
nor2	15
nand2	11
and3	11
nand3	9
nor2b	8
o21ai	8
inv	6
a31oi	5
a41o	5
a41oi	5
nand2b	4
a21oi	4
o21bai	4
or3	4
clkbuf	4
dlxtn	3
conb	3
a211oi	3
and2	3
nand3b	2
mux4	2
a21o	2
o31ai	2
o22ai	2
nor4	2
nor4b	2
a221o	2
a31o	2
worst max-delay path: stages, from the launching register on:
cell	delay [ns]
sky130_fd_sc_hd__dfrtp_1	0.53
sky130_fd_sc_hd__and3_1	0.26
sky130_fd_sc_hd__o22ai_1	0.18
sky130_fd_sc_hd__a21oi_1	0.08
sky130_fd_sc_hd__or3_1	0.46
sky130_fd_sc_hd__a221o_1	0.39
sky130_fd_sc_hd__clkdlybuf4s50_1	0.42
cell usage after synthesis, types with 2 or more instances:
| cell type | instances | area share, % |
|---|---|---|
| sky130_fd_sc_hd__buf_6 | 3 | 2.1 |
| sky130_fd_sc_hd__a41o_1 | 5 | 3.1 |
| sky130_fd_sc_hd__nand3_1 | 9 | 2.7 |
| sky130_fd_sc_hd__nand2_1 | 11 | 2.5 |
| sky130_fd_sc_hd__nor4b_1 | 2 | 1.1 |
| sky130_fd_sc_hd__mux4_2 | 2 | 2.7 |
| sky130_fd_sc_hd__o22ai_1 | 2 | 0.76 |
| sky130_fd_sc_hd__nor3_1 | 14 | 4.3 |
| sky130_fd_sc_hd__nor4_1 | 2 | 0.76 |
| sky130_fd_sc_hd__nand3b_1 | 2 | 0.92 |
| sky130_fd_sc_hd__buf_2 | 5 | 1.5 |
| sky130_fd_sc_hd__buf_4 | 2 | 0.92 |
| sky130_fd_sc_hd__nor2_1 | 13 | 3.0 |
| sky130_fd_sc_hd__or3_1 | 4 | 1.5 |
| sky130_fd_sc_hd__dfrtp_1 | 20 | 31 |
| sky130_fd_sc_hd__nor2b_1 | 6 | 2.3 |
| sky130_fd_sc_hd__a21oi_1 | 4 | 1.2 |
| sky130_fd_sc_hd__and2_1 | 2 | 0.76 |
| sky130_fd_sc_hd__a211oi_1 | 2 | 0.92 |
| sky130_fd_sc_hd__a31oi_1 | 5 | 1.9 |
| sky130_fd_sc_hd__a31o_1 | 2 | 1.1 |
| sky130_fd_sc_hd__o21bai_1 | 4 | 1.8 |
| sky130_fd_sc_hd__a41oi_1 | 4 | 2.1 |
| sky130_fd_sc_hd__nand2b_1 | 4 | 1.5 |
| sky130_fd_sc_hd__o21ai_1 | 2 | 0.61 |
| sky130_fd_sc_hd__o21ai_0 | 6 | 1.8 |
| sky130_fd_sc_hd__dlxtn_1 | 3 | 2.7 |
| sky130_fd_sc_hd__a21o_1 | 2 | 0.92 |
| sky130_fd_sc_hd__o31ai_1 | 2 | 0.92 |
| sky130_fd_sc_hd__inv_1 | 6 | 1.4 |
| sky130_fd_sc_hd__a221o_1 | 2 | 1.2 |
| sky130_fd_sc_hd__and3_1 | 11 | 4.2 |
| sky130_fd_sc_hd__clkbuf_1 | 5 | 1.1 |
kinds of logic after synthesis:
logic type / Yosys count / synth area share (%)
buffers and inverters: 21 / 7.02
AOI/OAI and AO/OA: 49 / 23.3
and+or+nand+nor: 93 / 33.4
DFF: 20 / 30.5
other: 1 / 0.229
latches: 3 / 2.75
muxes: 2 / 2.75
final timing paths:
path	end	slack (ns)	startpoint
hold / removal	position_reg_unit.pos2[0]	0.67	position_reg_unit.pos2[0]
min in group asynchronous	tic_tac_toe_controller.current_state[0]	1.23	reset
hold reg to reg	position_reg_unit.pos2[0]	0.67	position_reg_unit.pos2[0]
max in group asynchronous	position_reg_unit.pos7[1]	3.14	reset
setup reg to reg	tic_tac_toe_controller.current_state[1]	2.20	tic_tac_toe_controller.current_state[0]
setup / recovery	who[0]	1.35	position_reg_unit.pos1[0]
cell type report:
cell class / count / area, um^2
flip-flops and latches: 23 / 546
fillers: 992 / 7140
multi-input cells: 147 / 987
well taps: 111 / 139
clock buffers: 4 / 55.1
repair buffers: 31 / 310
inverters: 6 / 22.5
metrics by stage:
stage	cell area (um^2)	util (%)	hold WS (ns)	power (uW)	cells
finish	2060	22.4	0.673	565	322
detailed placement	2000	21.8	0.650	445	318
floorplan	1650	-	0.527	349	191
CTS	2060	22.4	0.662	569	322
global placement	2000	21.8	0.643	442	318
global route	2060	22.4	0.724	608	322
Power figures rest on the tool's default switching activity, not on a simulated workload.
